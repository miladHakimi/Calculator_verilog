### design/flow/config.mk
export PLATFORM = sky130hd
export DESIGN_NAME = stack
export DESIGN_NICKNAME = stack
export VERILOG_FILES = /design/flow/design.v
export SDC_FILE = /design/flow/constraint.sdc
export NUM_CORES = 4
export LEC_CHECK = 1
export CORE_UTILIZATION = 30
### design/flow/design.v
module stack #(parameter size = 100)(
	input rst,
	input clk,
	input [7:0] data_in,
	input push_en,
	input pop_en,
	output [7:0] data_out,
	output is_empty	
);
	reg [7: 0] mem[size-1:0];
	reg[7:0] sp;
	always @(posedge clk) begin : proc_push
		if (rst)
			sp <= 0;
		else
			if (push_en) begin
				mem[sp] = data_in;
				sp <= sp + 1;
			end
			if (pop_en) begin
					sp <= sp - 1'd1;
			end
	end
	assign is_empty = (sp == 0);
	assign data_out = mem[sp-1];
endmodule
### design/flow/run.sh
#!/bin/bash
# OpenROAD 26Q1-2900-gdf79404cd8, Yosys 0.63+post, stock flow scripts
make -C /OpenROAD-flow-scripts/flow DESIGN_CONFIG=/design/flow/config.mk WORK_HOME=/design/flow/orfs finish
### design/flow/constraint.sdc
current_design stack

set clk_period 13.5
set clk_io_pct 0.2

create_clock -name clk0 -period $clk_period [get_ports {clk}]

set non_clock_inputs [all_inputs -no_clocks]
set_input_delay [expr $clk_period * $clk_io_pct] -clock clk0 $non_clock_inputs
set_output_delay [expr $clk_period * $clk_io_pct] -clock clk0 [all_outputs]
==> flow_summary.toml <==
# yosys + openroad results
[synth]
aoi_share_pct = 1.60
postSynth.asyncResetShare_pct = 0
synthSimpleGateAreaFrac_pct = 3.63
yosys-dominant-comb-family = "multiplexers"
sequential_share_of_the_synthesized_area_pct = 76.7
synthAdderAreaFrac_pct = 0.0791
synth_stat.cells = 1475
yosys_area_um2 = 31600
yosysWarningCount = 1
synth.avg_cell_area_um2 = 21.4
synthXorXnorAreaFrac_pct = 0.305
syn_area_um2 = 31600
synth.distinct_cells = 43
yosys-mux-area-fraction_pct = 16.3
enable_flop_cells = 808
ys.flop_type = "edfxtp_1"
postSynthCellCount = 1475
numSynthFlops = 808

[critical_path]
r2r_slack_ns = 9.97
timing.rr.start = "sp[0]"
critical_path.startpoint_type = "flop"
worst_path_required_time_ns = 10.80
critical_path_class = "flop to output pin"
worstSetupEndpoint = "data_out[7]"
worst_setup_path_startpoint = "sp[1]"
worst_r2r_path_depth = 6
worstPathMaxFanout = 47
critical_path.reg2reg.endpoint = "mem[31][2]"
end_kind = "output pin"
critical_path_arrival_ns = 5.51

[power_and_ir_drop]
power.density_cell_area_nw_per_um2 = 179
comb_power_share_pct = 23.6
internal-power_mw = 4.61
report.power.total_mw = 6.45
power.clock.fraction_pct = 32.6
reported_leakage_power_nw = 10.8
power.switching_fraction_pct = 28.5
seq_power_share_pct = 43.8
max-vdd-ir-drop_uv = 125
switching_power_mw = 1.84

[clock_tree]
clock_sink_count = 808
cts_setup_buffers = 0
clk_pin_slew_ns = 0.06
cts_tree = "built"
cts-root-to-sink-buffers = 3
worst_skew_pair.late_latency_ns = 0.64
cts_resized = 0
h-tree-depth = 3
cts_root_buf = "clkbuf_16"
number_of_buffers_created_by_cts = 76
cts.hold.buffers_added = 0

[final_timing]
tightestPinTransition_ns = 1.08
grt_setup_unrepaired = "false"
finalCritPeriodShare_pct = 60.8
slew_headroom_pct = 27.8
tns_ns = 0
achievable-frequency_mhz = 122
final.hold.worst_slack_ns = 0.730
finalWorstPathRequiredPeriod_ns = 8.21
setup_violations = 0
skew_ns = 0.0171
finalHoldViolCount = 0
number_of_max_slew_violations_in_the_final_report = 0

[floorplan]
io_pins = 21
floorplan.die.width_um = 327
coreArea_um2 = 104000
die_y_um = 327
std_cell_rows = 118
total_die_area_um2 = 107000
floorplan.core_util_pct = 30.4

[detailed_routing]
m1_wire_length_um = 24400
topRoutingLayerUsed = "met5"
drt_pre_antenna_iters = 5
route.detailed.wl_per_inst_um = 23.9
first_iter_violations = 1055
drt.antenna.violating_nets = 0
detailroute.wirelength.met3_um = 9360
detailroute.wirelength.met2_um = 35100
num_antenna_cells = 0
finalWirelength_um = 71200
remaining_drc_errors = 0
viasPerCell = 4.99
detailroute.via_count = 14822

[final_layout]
area.growth.synth_to_final_pct = 13.7
ratio_of_cells_with_drive_above_1_in_the_final_layout_pct = 24.9
n_fill_cell = 9470
finalInstanceArea_um2 = 36000

[placement]
place.detailed.hpwl_um = 44000
place.gp.congestion = 0.887
port_buffers = 20
place_area_um2 = 33500

[grt]
grt_overflow = 0
grt_antenna_before_repair = 2
grt_pass1_vias = 16557
grt_max_degree = 83
grt_first_pass_wirelength_um = 107000
global_route.usage.total_pct = 14.4

[status]
outcome = "finished clean"

[hold_path]
hold_path_class = "flop to flop"

[job]
maxCapViolations = 0
total_number_of_warnings_across_the_stage_logs = 26
==> synth_stat cells (2+ instances only) <==
cell type / instances / area [µm²]
a2111oi_0: 3 / 26.3
a211oi_1: 10 / 75.1
a21oi_1: 3 / 15.0
a221oi_1: 2 / 17.5
a311oi_1: 8 / 70.1
a31oi_1: 15 / 93.8
a32oi_1: 3 / 26.3
and2_0: 2 / 12.5
and2_1: 8 / 50.1
and3_1: 13 / 81.3
buf_1: 5 / 18.8
buf_2: 21 / 105
buf_4: 12 / 90.1
buf_6: 4 / 45.0
clkbuf_1: 42 / 158
edfxtp_1: 808 / 24300
ha_1: 2 / 25.0
inv_1: 5 / 18.8
mux2i_1: 9 / 90.1
mux4_2: 225 / 5070
nand2_1: 83 / 312
nand2b_1: 2 / 12.5
nand3_1: 32 / 160
nor2_1: 108 / 405
nor2b_1: 6 / 37.5
o2111ai_1: 10 / 87.6
o21ai_0: 4 / 20.0
o221ai_1: 3 / 26.3
or4_1: 4 / 30.0
xnor2_1: 8 / 70.1
xor2_1: 3 / 26.3
==> worst min path at each step <==
stage	startpoint	endpoint	slack, ns	depth (start not counted)
after CTS	sp[7]	sp[7]	0.73	2
after global routing	sp[7]	sp[7]	0.77	2
final	sp[7]	sp[7]	0.73	2
==> per-stage QoR <==
step	util, %	std cells	setup WS [ns]
2_1_floorplan	-	1475	7.28
3_3_place_gp	32.2	2839	6.10
3_5_place_dp	32.2	2839	6.02
4_1_cts	34.6	2973	5.35
5_1_grt	34.6	2973	5.08
6_report	34.6	2973	5.29
==> power groups by stage <==
stage	clock network (mW)	logic, mW	registers (mW)
after CTS	2.14	1.53	2.83
after global routing	2.24	1.63	2.83
final	2.10	1.52	2.83
==> state kept, by name (all words and copies together) (netlist names) <==
register and cells:
mem 800, sp 8
==> worst max-delay path, stage by stage (launching register included) <==
cell and delay (ns):
edfxtp_1 0.51, inv_1 0.16, ha_4 0.74, buf_4 0.69, buf_4 0.55, mux4_2 0.39, mux4_2 0.50, mux2i_1 0.52
a311oi_1 0.27, clkdlybuf4s50_1 0.46
==> area by class of cell <==
cell class	count	area [µm²]	area share, %
Clock buffer	86	1940	5.39
Clock inverter	48	495	1.38
Inverter	5	18.8	0.0522
Multi-Input combinational cell	578	6970	19.4
Sequential cell	808	24300	67.5
Tap cell	1380	1730	4.80
Timing Repair Buffer	68	553	1.54
==> metal layers <==
metal / global-route usage (%) / vias up
met5: 0.444 / -
met2: 22.8 / 808
met1: 16.7 / 7608
met4: 3.69 / 6
met3: 9.00 / 125
li1: - / 6275
==> layout by cell type, fill, tap and decap left out, drive strengths merged, types with 8 or more instances in the layout <==
cell type      instances
nand3                 32
a311oi                 8
nand2                 84
clkbuf                86
o2111ai               10
nor2                 108
buf                   56
mux2i                  9
and2                  10
a31oi                 15
mux4                 225
and3                  13
bufinv                 9
edfxtp               808
clkdlybuf4s50         12
a211oi                10
xnor2                  8
clkinv                35
==> cells by family (layout without fill, tap and decap cells) <==
kind of cell / Yosys count / in the layout
AND-OR/OR-AND: 67 / 67
XOR/XNOR: 11 / 11
adder cells (fa/ha/maj): 2 / 2
buffers and inverters: 89 / 207
flip-flops: 808 / 808
multiplexers: 234 / 234
AND/OR/NAND/NOR: 264 / 264
No activity file was given, so power comes from the tool's default toggle rates.
