`flow/design.v`:
```
module controller(
	input clk,
	input rst,
	input start,
	input is_operand,
	input is_operator,
	input is_lt,
	input is_empty,
	input is_hash,
	input is_div,
	input op_is_empty,
	output reg num0_en,
	output reg num1_en,
	output reg num2_en,
	output reg index_cnt,
	output reg sel,
	output reg operand_push,
	output reg operator_push,
	output reg operand_pop,
	output reg operator_pop,
	output reg num_clr,
	output reg result_en,
	output reg op1_en,
	output reg op2_en,
	output reg operator_en,
	output reg [1:0] mode,
	output reg done,
	output reg [4:0] ps
);
reg [4:0] ns, div_count;
reg [1:0] count;
always @(ps, start, is_operand, is_operator, is_empty, is_hash, is_lt, is_div) begin
	ns = 5'd0;
	case (ps)
		5'd0: if(start) ns = 1;
			else ns = 0;
		5'd1: if(is_operand) ns = 2;
			  else if(is_hash) ns = 9;
		5'd3: if(is_operator && is_lt==0) ns = 8;
				else if(is_operator && is_lt) ns = 17;
				else if (is_operand) ns=2;
			  else if(is_hash) ns = 9;
		5'd8: ns = 1;
		5'd10: if(op_is_empty) ns = 16;
				else ns = 11;
		5'd14: if(is_div &&  div_count<15 ) ns = 5'd14;
				else ns = 5'd15;
		5'd15: if(op_is_empty) ns = 16;
				else ns = 10;
		5'd16: ns = 16;
		5'd22: if(div_count<15 && is_div) ns = 5'd22;
				else ns = 5'd23;
		5'd24: ns = 1;
		default: ns = ps + 1;
	endcase
end
always @(posedge clk) begin
	if (rst) begin
		ps <= 5'd0;
		div_count <= 0;
	end
	else begin
		ps <= ns;
		if (ps==10)
			div_count <= 0;
		if (is_div && ps>10)
			div_count <= div_count + 1;
		if (ps==2)
			count <= count + 1;
		if (ps==1) begin
			count <= 0;
		end
	end
end
always @(ps) begin
	num0_en = 0;
	num1_en = 0;
	num2_en = 0;
	index_cnt = 0;
	sel = 0;
	operand_push = 0;
	operator_push = 0;
	operand_pop = 0;
	operator_pop = 0;
	num_clr = 0;
	result_en = 0;
	op1_en = 0;
	op2_en = 0;
	operator_en = 0;
	done = 0;
	case (ps)
		5'd1:begin
			num_clr = 1;
		end
		5'd2: begin
			if (count==0)
				num0_en = 1;
			else if(count==1)
				num1_en = 1;
			else if (count==2)
				num2_en = 1;
			index_cnt = 1;
		end
		5'd3: begin
			mode = count-1;
		end
		5'd8: begin
			operand_push = 1;
			operator_push = 1;
			index_cnt = 1;
		end
		5'd9: begin
			operand_push = 1;
		end
		5'd10: begin
			op2_en = 1;
			operator_en = 1;
		end
		5'd11: begin
			operand_pop = 1;
		end
		5'd12: begin
			op1_en = 1;
		end
		5'd13: begin
			operand_pop = 1;
		end
		5'd15: begin
			result_en = 1;
			operator_pop = 1;
			sel = 1;
			operand_push = 1;
		end
		5'd16: begin
			done = 1;
		end
		5'd17: begin
			operand_push = 1;
		end
		5'd18: begin
			op2_en = 1;
			operator_en = 1;
		end
		5'd19: begin
			operand_pop = 1;
		end
		5'd20: begin
			op1_en = 1;
		end
		5'd21: begin
			operand_pop = 1;
		end
		5'd23: begin
			operator_pop = 1;
			result_en = 1;
		end
		5'd24: begin
			sel = 1;
			operand_push = 1;
			operator_push = 1;
			index_cnt = 1;
		end
		default:
			sel = 0;
	endcase
end
endmodule
```
`flow/run.sh`:
```
#!/bin/bash
# OpenROAD 26Q1-2900-gdf79404cd8, Yosys 0.63+post, stock flow scripts
make -C /OpenROAD-flow-scripts/flow DESIGN_CONFIG=/design/flow/config.mk WORK_HOME=/design/flow/orfs finish
```
`flow/config.mk`:
```
export PLATFORM = sky130hd
export DESIGN_NAME = controller
export DESIGN_NICKNAME = controller
export VERILOG_FILES = /design/flow/design.v
export SDC_FILE = /design/flow/constraint.sdc
export NUM_CORES = 4
export LEC_CHECK = 1
export CORE_AREA = 10 10 84 84
export DIE_AREA = 0 0 94 94
```
`flow/constraint.sdc`:
```
current_design controller

set clk_period 1.9
set clk_io_pct 0.2

create_clock -name clk0 -period $clk_period [get_ports {clk}]

set non_clock_inputs [all_inputs -no_clocks]
set_input_delay [expr $clk_period * $clk_io_pct] -clock clk0 $non_clock_inputs
set_output_delay [expr $clk_period * $clk_io_pct] -clock clk0 [all_outputs]
```
==> impl_metrics.toml <==
# synthesis and place-and-route metrics
[status]
run_status = "finished, final reports clean"

[final_timing]
finalCriticalPeriod_ns = 1.89
setup_repair_after_global_routing_missed_its_margin = "yes"
finalClockPeriodUsage_pct = 99.5
unclocked_pins = 2
finalClockSkew_ns = 0.00544
worst-slew-pin-transition_ns = 0.406
endpoints_left_unconstrained = 4
worst_hold_margin_ns = 0.540
slew-limit-headroom_pct = 72.8
worst_setup_slack_final_ns = 0.00914
hold_viol = 0
max_freq_ghz = 0.529
setup_viol = 0
slew_viol_final = 0

[logic_synthesis]
yosysCellCount = 141
synthDistinctLibCells = 46
enable_flop_cells = 2
main_area_contributors = "dfxtp_1, ha_1, edfxtp_1"
synthCells = 141
ff_type = "dfxtp_1"
synth.logic.top_family = "simple AND/OR/NAND/NOR gates"
postSynth.asyncResetShare_pct = 0
synthXorXnorAreaFrac_pct = 5.32
yosys_warn_count = 1
synth.cell_area_um2 = 1150
yosys.area_share.simple_pct = 24.8
top_area_share_pct = 17.4
top_area_cell = "dfxtp_1"
number_of_register_bits_inferred_by_synthesis = 14
synth.yosys.chip_area_um2 = 1150
post_synth_mux_area_share_pct = 2.71
synth.cellmix.compoundShare_pct = 22.8
syn_avg_cell_area_um2 = 8.17
synth_adder_area_share_pct = 9.77

[setup_path]
worst_path_max_delay_cell = "or3b_4"
cp_common_cell = "buf_6"
critical_path_required_time_ns = 1.52
worstPathCellList = "buf_6 > inv_6 > ha_4 > buf_6 > or3b_4 > nor2_1 > buf_2"
worstPathMaxFanout = 3
crit_type = "register to primary output"
path_delay_family = "simple AND/OR/NAND/NOR gates"
worst_path_largest_cell_delay_ns = 0.36
worst_setup_path_end_kind = "primary output"
start_kind = "register"
critical_path.n_buffers_inverters = 4
cp.arrival_ns = 1.51

[layout]
layout_area_growth_over_synthesis_pct = 81.2
final_layout_top_logic_cell = "buf_4"
n_fill_cell = 481
fin_area_um2 = 2090
drive_above_1_share_pct = 46.0
mostFrequentLayoutCells = "buf_4, clkdlybuf4s50_1, nor2_1"

[floorplan]
initial_core_util_pct = 22.1
dieWidth_um = 94
placeableCoreArea_um2 = 5200
die_height_um = 94
rows = 26
chipArea_um2 = 8840
io_pins = 32

[place]
gp_congestion = 0.846
placement.setup.worst_slack_ns = -0.133
io_buffers = 30
placed_cell_area_um2 = 1700
hpwl_after_detailed_placement_um = 2720

[global_route]
globalRouteMet2Util_pct = 12.5
overall_track_demand_over_capacity_in_global_routing_pct = 7.42
grt_antenna_before_repair = 0
grt_most_used_layer = "met2"
grt.met3_usage_pct = 2.10
use_met1_pct = 9.74
grt_max_degree = 11
grt_first_pass_wirelength_um = 5460
overflow = 0
number_of_global_route_vias_before_repair = 1184

[clock_tree]
clk_pin_slew_ns = 0.06
cts_hold_buffers = 0
numCtsBuffers = 3
worst_skew_pair.late_latency_ns = 0.24
clock_path_buffers = 2
clockRootBuffer = "clkbuf_8"
tritoncts = "yes"
ctsHtreeMaxLevel = 1

[power]
total_power_uw = 2530
power.static_leakage_uw = 0.000932
power_density_nw_per_um2 = 1210
irDropWorstVdd_mv = 0.511

[run]
drv.max_cap_violation_count = 0
warnings = 33

[detailed_routing]
viasPerCell = 4.58
via_count = 1295
detailed_route_wire_length_um = 3610
num_antenna_cells = 0
drt-wirelength-per-cell_um = 12.8
drc_errors = 0
drt_pre_antenna_iters = 4
first_iter_violations = 151
final_antenna_net_count = 0

[worst_hold_path]
min_path_type = "register to register"
==> stage by stage <==
stage / cells / setup TNS [ns] / util, %
after floorplan: 141 / 0 / -
after global placement: 262 / -0.263 / 32.7
after detailed placement: 262 / -0.383 / 32.7
after CTS: 276 / -0.283 / 37.3
after global routing: 283 / -0.108 / 40.1
final: 283 / 0 / 40.1
==> layer usage <==
layer | vias to the layer above | routed length [µm]
met4 | 0 | 6
met1 | 590 | 1610
li1 | 650 | -
met5 | - | 0
met3 | 2 | 313
met2 | 53 | 1680
==> cell families (layout without fill, tap and decap cells) <==
| kind of cell | count (synthesis) | after routing |
|---|---|---|
| buf+inv | 21 | 93 |
| latches | 2 | 2 |
| fa+ha+maj | 9 | 9 |
| compound gates | 35 | 35 |
| flops | 12 | 12 |
| simple gates | 52 | 52 |
| xor+xnor | 7 | 7 |
| mux | 3 | 3 |
==> worst min-delay path: stages (launching register included) <==
cell,delay [ns]
dfxtp_1,0.35
xor2_1,0.08
nor2_1,0.07
==> what timing repair did <==
action,4_1_cts,5_1_grt
endpoints found under the setup margin,19,13
pin swaps,6,12
endpoints found under the hold margin,0,0
setup buffers,10,9
gates resized,62,28
==> synth_stat cells (3+ instances only) <==
cell / count
o211ai_1: 3
inv_1: 12
nand2b_1: 6
dfxtp_1: 10
xor2_1: 4
a211oi_1: 4
nand2_1: 10
xnor2_1: 3
ha_1: 9
nor2b_1: 3
and3_1: 4
nor3_1: 3
nor2_1: 13
a21oi_1: 6
buf_2: 3
o21ai_0: 5
buf_4: 3
==> worst paths after layout <==
check	depth (start not counted)	slack, ns	to	startpoint
setup / recovery	7	0.009	done	ps[1]
hold / removal	2	0.54	div_count[3]	div_count[3]
setup reg to reg	8	0.07	ps[4]	ps[3]
hold reg to reg	2	0.54	div_count[3]	div_count[3]
==> power breakdown <==
group	internal, µW	switching [µW]
combinational	1060	806
sequential	346	80.8
clock	148	96.1
total	1550	983
==> sequential cells by signal (all words and copies together), names as in the netlist <==
signal,flops
ps,5
mode,2
div_count,5
count,2
==> area by class of cell <==
cell class | count | area, µm² | share of cell area [%]
Clock buffer | 4 | 45.0 | 2.16
Timing Repair Buffer | 77 | 659 | 31.6
Inverter | 12 | 52.6 | 2.52
Sequential cell | 14 | 304 | 14.6
Multi-Input combinational cell | 106 | 940 | 45.0
Tap cell | 70 | 87.6 | 4.19
Power and IR drop assume default switching activity.
